===== /design/flow/design.v =====
`timescale 1ns/1ps
module MUX31_16bit(out, in1, in2, in3, sel);
	input[31:0] in1, in2, in3;
	input[1:0] sel;
	output reg[31:0] out;
	always @(*) begin
		if (sel == 2'b00)
			out = in1;
		else if (sel == 2'b01)
			out = in2;
		else if (sel == 2'b10)
			out = in3;
		else
			out = 16'b0;
	end
endmodule

===== /design/flow/run.sh =====
#!/bin/bash
# OpenROAD 26Q1-2900-gdf79404cd8, Yosys 0.63+post, stock flow scripts
make -C /OpenROAD-flow-scripts/flow DESIGN_CONFIG=/design/flow/config.mk WORK_HOME=/design/flow/orfs finish

===== /design/flow/config.mk =====
export PLATFORM = sky130hd
export DESIGN_NAME = MUX31_16bit
export DESIGN_NICKNAME = MUX31_16bit
export VERILOG_FILES = /design/flow/design.v
export SDC_FILE = /design/flow/constraint.sdc
export NUM_CORES = 4
export LEC_CHECK = 1
export CORE_AREA = 10 10 70 70
export DIE_AREA = 0 0 80 80

===== /design/flow/constraint.sdc =====
current_design MUX31_16bit

set clk_period 2.8
set clk_io_pct 0.2

create_clock -name clk0 -period $clk_period

set non_clock_inputs [all_inputs -no_clocks]
set_input_delay [expr $clk_period * $clk_io_pct] -clock clk0 $non_clock_inputs
set_output_delay [expr $clk_period * $clk_io_pct] -clock clk0 [all_outputs]

==> out/qor.yml <==
synthAoiAreaFrac_pct: 43.6
n_sequential_cell: 0
timing.final.max_slew_violations: 0
chip_area_sq_um: 6400
die_x_um: 80
critical_path_class: "in -> out"
rsz0062_at_grt: "false"
hold_class: "in -> out"
ys_warn_count: 1
synth.mux.area_fraction_pct: 40.7
first_pass_iters: 4
synth_cell_type_count: 8
period_used_pct: 93.1
yosysTopAreaCell: "mux2i_1"
postCtsHoldBufs: 0
synth_area_sq_um: 787
peakVddDrop_mv: 0.0611
synth_top_area_share_pct: 40.7
drc: 0
ant_nets: 0
wirelength_um: 4650
finalSetupViolCount: 0
syn_avg_cell_area_sq_um: 10.2
grt_max_degree: 33
grt_pass1_vias: 1205
top_logic_kind: "AND-OR/OR-AND gates"
start_kind: "input port"
fin_tns_setup_ps: 0
core-area_sq_um: 3420
dp_hpwl_um: 4160
yosys_area_sq_um: 787
postSynthCellCount: 77
grt-ovfl-total: 0
track_usage_pct: 13.2
die_h_um: 80
synth-cells-yosys: 77
worstPathMaxFanout: 10
layout_min_cycle_time_ps: 2610
finalHoldViolCount: 0
drv_cap: 0
dpl.cell_count: 246
seq_area_sq_um: 0
rows: 21
ys_sh_simple_pct: 1.75
synth.top_cells.by_area: "mux2i_1 (41%), o2bb2ai_1 (24%), o2bb2ai_2 (19%), buf_6 (11%), nor2b_4 (1.7%)"
synth-adder-area-share_pct: 0
antenna_cells: 0
via_count: 1121
ioPinCount: 130
final_layout_size_suffix_gt1_share_pct: 8.50
warning_count: 33
power_density_nw_per_um2: 149
p_leak_nw: 0.803
crit_required_ps: 2240
cts_resized: 0
via_per_inst: 4.56
grt_pass1_wl_um: 6780
wire_per_inst_um: 18.9
worst_pin_slew_ps: 394
clockBufferCount: 0
fmax_mhz: 384
fin_cells: 246
end_kind: "output pin"
drt_iter0_markers: 22
syn_to_final_growth_pct: 166
antenna_found_initial: 0
outcome: "completed"
synth_xor_xnor_area_share_pct: 0
core_util_floorplan_pct: 23.0
post-cts-setup-buffers: 0
worst_slew_margin_rel_pct: 73.7
place_congestion: 0.833
arrival_ps: 2050
ys_seq_share_pct: 0
port_buffers: 130
-- through the flow --
step	worst slack, ps	cell area (sq um)	hold WS [ps]	power, mW	util, %
floorplan	1080	787	1180	0.0902	-
global placement	211	2090	1990	0.312	61.3
detailed placement	183	2090	2000	0.315	61.3
CTS	183	2090	2000	0.316	61.3
global route	109	2090	2030	0.335	61.3
finish	193	2090	1990	0.311	61.3
-- worst paths after layout --
path,from,slack (ps),endpoint,depth (start not counted)
setup / recovery,sel[1],190,out[4],5
hold / removal,sel[0],1990,out[12],4
-- layout make-up --
class / instances / area, sq um
multi-input cells: 65 / 677
well taps: 46 / 57.6
fillers: 290 / 1320
repair buffers: 135 / 1360
-- cell usage in the layout (no fill, tap or decap) --
cell and n:
buf_12 2, buf_2 1, buf_4 3, clkdlybuf4s50_1 129, mux2i_1 32, nor2b_4 1
o2bb2ai_1 22, o2bb2ai_2 10
-- synthesized netlist by cell type --
library cell  number
buf_2              1
buf_4              1
buf_6              8
clkbuf_1           2
mux2i_1           32
nor2b_4            1
o2bb2ai_1         22
o2bb2ai_2         10
-- layer usage --
layer,vias up,wire length (um),GRT usage (%)
met1,485,1710,15.0
met4,0,38,0.880
met5,-,0,0
li1,564,-,-
met2,70,2360,23.8
met3,2,540,4.66
-- logic make-up (layout without fill, tap and decap cells) --
group,after synthesis,in the layout
buffers and inverters,12,135
AND/OR/NAND/NOR,1,1
multiplexers,32,32
AND-OR/OR-AND,32,32
-- power breakdown --
group / internal [mW] / switching, mW / total (mW)
logic: 0.231 / 0.0798 / 0.311
registers: 0 / 0 / 0
clock network: 0 / 0 / 0
total: 0.231 / 0.0798 / 0.311
-- worst max-delay path: stages --
cell and delay [ps]:
clkdlybuf4s50_1 490, nor2b_4 180, buf_4 210, o2bb2ai_2 110, clkdlybuf4s50_1 490
No activity file was given, so power comes from the tool's default toggle rates.
