File: flow/config.mk
export PLATFORM = sky130hd
export DESIGN_NAME = CYCLIC_SHIFT_REGISTER_88BIT
export DESIGN_NICKNAME = CYCLIC_SHIFT_REGISTER_88BIT
export VERILOG_FILES = /design/flow/design.v
export SDC_FILE = /design/flow/constraint.sdc
export NUM_CORES = 4
export LEC_CHECK = 1
export CORE_UTILIZATION = 30
File: flow/constraint.sdc
current_design CYCLIC_SHIFT_REGISTER_88BIT

set clk_period 1.4
set clk_io_pct 0.2

create_clock -name clk0 -period $clk_period [get_ports {clk}]

set non_clock_inputs [all_inputs -no_clocks]
set_input_delay [expr $clk_period * $clk_io_pct] -clock clk0 $non_clock_inputs
set_output_delay [expr $clk_period * $clk_io_pct] -clock clk0 [all_outputs]
File: flow/design.v
`timescale 1ns/1ps
module CYCLIC_SHIFT_REGISTER_88BIT(clk, load, in, out);
	input clk, load;
	input[87:0] in;
	output reg[87:0] out;
	always @(posedge clk) begin
		if (load)
			out <= in;
		else
			out <= {out[0], out[87:1]};
	end
endmodule
File: flow/run.sh
#!/bin/bash
# OpenROAD 26Q1-2900-gdf79404cd8, Yosys 0.63+post, stock flow scripts
make -C /OpenROAD-flow-scripts/flow DESIGN_CONFIG=/design/flow/config.mk WORK_HOME=/design/flow/orfs finish
==> deck_impl_summary.md <==
Flow Results at a Glance

Status
  – Run status: finished clean

Detailed routing
  – Routed WL: 6560 microns
  – Number of search-and-repair iterations in the first detailed-routing pass: 4
  – Number of antenna repair diodes: 0
  – Antenna viol nets, final: 0
  – Detailed Route Iter0 Violations: 13
  – Via count: 2085
  – Vias per Instance: 4.15
  – DRC Markers: 0
  – Routed length per instance: 13.0 microns

GRT
  – Total gr overflow: 0
  – First-pass GRT wire length: 10100 microns
  – Pin count of the biggest net entering global routing: 46
  – Antenna violations before repair: 0
  – Via count of the first global-routing pass: 2141
  – Total global routing track utilization: 0.129

Clock network
  – Insertion delay at the late pin of the worst-skew pair: 0.34 ns
  – Total clock buffers created by CTS: 9
  – Sink count of the clock tree: 88
  – Clock transition at the register clock pins on the worst setup and hold paths after CTS: 0.09 ns
  – Worst-case clock buffer depth: 2
  – Clock tree from TritonCTS: built
  – Max H-tree Level: 3
  – CTS root buffer: clkbuf_8

Worst hold path
  – Worst hold stages: 1
  – Worst hold path type: flip-flop to flip-flop
  – Startpoint of the most critical hold path: out[70]
  – Worst hold path endpoint: out[69]

Yosys
  – Area figure in the yosys stat output: 2900 sq um
  – Top cell type by instance count after synthesis: dfxtp_1
  – Async set-reset flop share out of synthesis: 0
  – Post-synthesis area per instance: 15.6 sq um
  – Largest cells by area: dfxtp_1 (61%), mux2_2 (26%), mux2_4 (10%)
  – FF+latch count, synth: 88
  – Synth area leader: dfxtp_1
  – Cells after synthesis: 186
  – Sequential-to-total area share from yosys stat: 0.607
  – Synth warn: 1
  – Synth top cells by count: dfxtp_1 (88), mux2_2 (68), mux2_4 (20)
  – Primary flip-flop cell chosen by synthesis mapping: dfxtp_1
  – Number of unique standard cell types used by synthesis: 5
  – Post-Synthesis Cell Area: 2900 sq um
  – Cells in synth_stat.txt: 186
  – Largest type area fraction: 0.607
  – Post-synth tally of flip-flops with integrated enable: 0

Floorplan
  – Pre-placement core utilization: 0.311
  – Floorplan die width: 100 microns
  – Boundary pin count: 178
  – Die H: 100 microns
  – Site row count: 35
  – Floorplan core area: 9330 sq um
  – Full die area: 10100 sq um

Worst setup path
  – Worst EP required: 1.12 ns
  – Element type at the critical path start: flip-flop
  – Reg2Reg Setup Slack: 0.61 ns
  – CP max FO: 2
  – Arrival time at the worst endpoint: 0.91 ns
  – Worst r2r src: out[46]
  – Element type at the critical path end: output port
  – Path type of the worst setup path: flip-flop to output port
  – Cells on worst reg2reg path: 2
  – CP peak stage delay: 0.32 ns
  – Worst-path cell with the longest stage delay: dfxtp_2
  – Worst Path Buf+Inv: 1
  – R2r endpoint: out[45]
  – Category of cells accounting for the largest share of critical-path delay: flip-flops
  – CP cell instances: dlygate4sd2_1

Place
  – Routability congestion estimate from global placement: 0.748
  – Instance count after placement with tap cells included: 484
  – Post-detailed-placement half-perimeter wirelength: 4720 microns
  – Post-place setup slack: 0.233 ns
  – Port-buffer cells: 177

Finish
  – Number of flip-flops under the largest register name: 88
  – Fill cell instance count of the final layout: 852
  – Largest registers in the final layout: out: 88 flops
  – Area growth syn-to-layout: 74.1%
  – Share of layout cells above drive strength 1: 0.519
  – Finished Layout Cells: 503
  – Top register by number of flip-flops: out

Final timing
  – Count of pins over their slew limit: 0
  – Transition time at the pin with the least slew margin: 0.270 ns
  – Final setup slack of the worst path: 0.207 ns
  – Setup repair after global routing missed its margin: no
  – Max Clock Freq: 838 MHz
  – Finish-stage setup viols: 0
  – Final hold violations: 0
  – Hold Worst Slack: 0.468 ns
  – Summed negative setup slack over all endpoints: 0 ns
  – Fin Clk Skew: 0.00906 ns
  – Ratio of final minimum period to clock period: 0.852
  – Time the final worst path needs with I/O delays and setup: 1.19 ns
  – Worst rel slew slack: 0.820

Power
  – Maximum resistive drop on vdd: 0.819 mV
  – Power density over cell area: 1160 nW/um^2
  – Leakage Power: 2.13 nW
  – Power consumption: 5.88 mW

Job
  – Count of tool warnings: 25
  – Number of max-capacitance violations reported: 0
## report_power, final
| part | internal [mW] | total [mW] | switching (mW) | leakage [nW] |
|---|---|---|---|---|
| Sequential | 2.82 | 2.94 | 0.116 | 0.744 |
| Combinational | 0.726 | 0.905 | 0.178 | 1.28 |
| Clock | 1.19 | 2.04 | 0.853 | 0.110 |
## cell usage in the layout, fill, tap and decap left out
master / n
clkbuf_8: 9
bufinv_16: 3
buf_12: 2
dfxtp_1: 2
buf_4: 4
mux2_4: 20
clkinvlp_4: 2
clkbuf_1: 2
dlygate4sd2_1: 88
dfxtp_2: 86
clkdlybuf4s50_1: 88
mux2_2: 68
## logic make-up (layout without fill, tap and decap cells)
kind of cell | Yosys count | count (layout) | share of synthesized area
multiplexers | 88 | 88 | 0.367
flip-flops | 88 | 88 | 0.607
buffers and inverters | 10 | 198 | 0.0259
## routing by layer
layer / wire, microns / part of all wire / track usage
met1: 2830 / 0.43 / 0.173
met2: 2970 / 0.45 / 0.210
met3: 674 / 0.10 / 0.0489
met4: 78 / 0.012 / 0.0167
met5: 0 / 0 / 0
## what timing repair did
| item | CTS | global route |
|---|---|---|
| hold buffers | 0 | 0 |
| endpoints found under the setup margin | 88 | 0 |
| gates resized | 174 | 0 |
| setup buffers | 3 | 0 |
## per-stage QoR
| stage | util | cell area [sq um] |
|---|---|---|
| floorplan | - | 2900 |
| global placement | 0.514 | 4800 |
| detailed placement | 0.514 | 4800 |
| CTS | 0.542 | 5050 |
| global route | 0.542 | 5050 |
| finish | 0.542 | 5050 |
## cell type report
class                   count  area, sq um  share of cell area
flip-flops and latches     88         1870               0.370
repair buffers            182         1720               0.341
multi-input cells          88         1070               0.211
well taps                 129          161              0.0319
clock buffers              11          131              0.0260
clock inverters             5          105              0.0208
## how the worst max path moves through the flow
stage	start	to	depth (start not counted)
after CTS	out[27]	out[27]	1
after global routing	out[49]	out[49]	1
final	out[49]	out[49]	1
Power figures rest on the tool's default switching activity, not on a simulated workload.
