File: design.v
`timescale 1ns/1ps
module SHIFT_REGISTER_88_BIT(clk, clear, load, in, out);
	input clk, clear, load;
	input[87:0] in;
	output reg[87:0] out;
	always @(posedge clk or posedge clear) begin
		if (clear)
			out <= 88'b0;
		else if (load) 
			out <= in;
	end
endmodule
File: run.sh
#!/bin/bash
# OpenROAD 26Q1-2900-gdf79404cd8, Yosys 0.63+post, stock flow scripts
make -C /OpenROAD-flow-scripts/flow DESIGN_CONFIG=/design/flow/config.mk WORK_HOME=/design/flow/orfs finish
File: config.mk
export PLATFORM = sky130hd
export DESIGN_NAME = SHIFT_REGISTER_88_BIT
export DESIGN_NICKNAME = SHIFT_REGISTER_88_BIT
export VERILOG_FILES = /design/flow/design.v
export SDC_FILE = /design/flow/constraint.sdc
export NUM_CORES = 4
export LEC_CHECK = 1
export CORE_UTILIZATION = 30
File: constraint.sdc
current_design SHIFT_REGISTER_88_BIT

set clk_period 1.0
set clk_io_pct 0.2

create_clock -name clk0 -period $clk_period [get_ports {clk}]

set non_clock_inputs [all_inputs -no_clocks]
set_input_delay [expr $clk_period * $clk_io_pct] -clock clk0 $non_clock_inputs
set_output_delay [expr $clk_period * $clk_io_pct] -clock clk0 [all_outputs]
==> summary.txt <==
Implementation numbers.

- The largest total area in the synthesized netlist belongs to sky130_fd_sc_hd__dfrtp_1.
- The critical setup path kind is flip-flop to output pin.
- Summed over all layers, the global routing overflow is 0.
- For reference, the final report shows the max-slew violation count at 0.
- Per the final layout report, the fraction of cells sized above drive strength 1 comes to 0.5503.
- The flip-flop count of the largest register after layout is 88.
- Subtracting the final worst setup slack from the clock period gives 1.048 ns.
- The data arrival at the endpoint of the critical path is approximately 0.85 ns.
- The registers of the reported paths see a clock transition of 0.08 ns.
- The number of clock sinks is 88.
- Setup repair after global routing could not meet its margin everywhere.
- The element type at the critical path end is an output pin.
- The iteration count recorded for the first detailed-route pass is 3.
- The floorplan step records an initial core utilization of 0.3087.
- The checks that failed: negative setup slack.
- The sequential standard cell area is 2202 um2.
- The achievable frequency is 954.0 MHz.
- The share of the Yosys chip area taken by registers is 0.6579.
- The final weighted congestion in routability-driven placement is 0.6993.
- Per the skew report, the later register of the worst-skew pair sees a clock latency of 0.34 ns.
- The global-route wire length before repair is 11670 um.
- For this design, the CTS-stage hold fixing added 0 buffers.
- The die height is roughly 110 um.
- The total detailed-routing wirelength is 7430 um.
- The path class of the lowest-slack min-delay path is primary input to asynchronous set/reset pin.
- The area fraction of the largest cell type after synthesis is 0.6579.
- Per STA, the highest per-stage delay on the worst path measures 0.39 ns.
- The most common cell after layout, fill and taps aside is sky130_fd_sc_hd__clkdlybuf4s50_1.
- For the final database, setup skew stands at 0 ns.
- The script logs the ratio of routed vias to standard cells as 4.208.
- Setup slack on the worst reg-to-reg path comes out at 0.03 ns.
- The netlist area before placement is 3347 um2.
- Counting endpoints that fail hold in the final report gives 0.
- The worst setup slack after placement is -0.07588 ns.
- The worst setup path startpoint is out[6]$_DFFE_PP0P_.
- The synthesis stat section lists a flop and latch total of 88.
- The H-tree depth is 3.
- The remaining routing DRC violations is 0.
- The number of failing setup endpoints in the final timing report is 88.
- The critical path buffer and inverter count is 1.
- The total CTS buffers is 9.
- Per the slew report, the remaining headroom to the max-slew limit stands at 0.8258.
- The number of antenna violations at the first check in global routing came to 0.
- Summing all non-filler instances in the final layout gives an area of 5266 um2.
- The final total power is 7.993 mW.
- The kind of cell adding the most delay to the critical path is flip-flops.
- The number of instances in the synthesized netlist is around 190.
- The script extracted a total leakage power of 2.427 nW.
- Leaving out buffers and inverters, the combinational logic in the layout accounts for 1070 um2.
- The core region area is ~11000 um2.
- The maximum ir drop on the vdd rail is 0.0008035 V.
- The violation tally recorded at the end of detailed-routing iteration 0 is 74.
- Listed in order, past its start point the critical path passes buf_2.
- The launch point of the worst register-to-register path is recorded as out[46]$_DFFE_PP0P_.
- The critical path's slowest stage uses the library cell sky130_fd_sc_hd__dfrtp_1.
- The detailed router placed 2264 vias in this run.
- The tool warning count for the run is 28.
- The kind of launch point of the worst setup path is a flip-flop.
- The number of distinct standard cells referenced by the synthesized netlist is 6.
- For this run, the chip area from Yosys synthesis comes to around 3300 um2.
- The worst path setup slack after routing is -0.04826 ns.
- Per the cell usage report, the commonest logic cells after layout are 89 x sky130_fd_sc_hd__clkdlybuf4s50_1, 88 x sky130_fd_sc_hd__dfrtp_1, 88 x sky130_fd_sc_hd__buf_2.
- The area added between synthesis and finish is 57.35%.
- The flow ran to the end, but the final reports show violations.
- The number of maximum-capacitance violations recorded for the run is 0.
- The CTS tree is yes.
- The number of fillers in the final layout is 1019.
- The maximum number of pins on one net before global-route repair is 50.
- The actual slew at the worst max-slew pin is 0.2612 ns.
- The floorplan report gives the top-level pin count as 179.
- The register with the most flip-flops is out.
- The cell row count is 38.
- The chip footprint is 11580 um2.
- Once detailed placement completed, the half-perimeter wirelength came to 5292 um.
- The number of antenna repair diodes is 0.
- The horizontal die dimension is 107.6 um.
- The number of global-route vias before repair came to approximately 2300.
- Summed over all routing layers, the global router reports a total usage of 0.1322.
- The number of buffers inserted by port buffering is 178.
- By area the synthesized netlist is led by sky130_fd_sc_hd__dfrtp_1 66%, sky130_fd_sc_hd__mux2_2 23%, sky130_fd_sc_hd__mux2_4 9.0%, sky130_fd_sc_hd__buf_6 1.3%, sky130_fd_sc_hd__buf_2 0.90%.
- The routed design shows a wire length per standard cell of 13.81 um.
- The data required time reported for the critical path is ~0.8 ns.
- The synth_stat.txt file lists the number of cells as roughly 190.
- Dividing the synthesized area by the synthesized cell count gives approximately 18 um2.
- The maximum count of clock buffers along a single path is 2.
- After detailed placement, the total cell area comes to about 5400 um2.
- The number of routed nets with antenna violations is 0.
- The registers reported with the highest flop counts are out: 88 flops.
- STA lists the maximum fanout along the critical path as 2.
- The power density over cell area is 1518 nW/um2.
- The number of warnings issued by yosys is 1.
- The root buffer cell is sky130_fd_sc_hd__clkbuf_8.
- Dividing the final minimum period by the clock period gives 1.048.
==> metal layers <==
metal	vias to the layer above	wire, um	global-route usage
met3	6	748	0.04815
li1	1064	-	-
met4	0	61	0.01468
met1	1103	3112	0.1857
met5	-	0	0
met2	91	3508	0.2092
==> stage by stage <==
stage	TNS (ns)	hold slack [ns]	utilization	cells
CTS	-5.103	0.2863	0.4796	531
floorplan	-19.51	0.3480	-	187
global route	-7.721	0.3156	0.4858	538
detailed placement	-4.218	0.4933	0.4940	505
global placement	-3.530	0.4889	0.4940	505
finish	-2.440	0.2924	0.4858	538
==> cells in the mapped netlist <==
library cell,number
sky130_fd_sc_hd__buf_6,4
sky130_fd_sc_hd__buf_2,6
sky130_fd_sc_hd__mux2_4,20
sky130_fd_sc_hd__inv_1,1
sky130_fd_sc_hd__dfrtp_1,88
sky130_fd_sc_hd__mux2_2,68
==> final timing paths <==
check                                 endpoint  depth (start not counted)
min                        out[27]$_DFFE_PP0P_                          3
min in group clk0          out[22]$_DFFE_PP0P_                          3
min reg2reg                out[11]$_DFFE_PP0P_                          1
max reg2reg                out[46]$_DFFE_PP0P_                          3
max                                     out[6]                          1
max in group asynchronous  out[64]$_DFFE_PP0P_                          3
==> cell type report <==
| cell class | instances | share of cell area |
|---|---|---|
| clock buffers | 11 | 0.02495 |
| flip-flops and latches | 88 | 0.4182 |
| well taps | 140 | 0.03326 |
| repair buffers | 206 | 0.3058 |
| clock inverters | 4 | 0.01330 |
| inverters | 1 | 0.001426 |
| multi-input cells | 88 | 0.2031 |
==> logic make-up after synthesis <==
| group | count (synthesis) | synth area share |
|---|---|---|
| buffers and inverters | 11 | 0.02355 |
| flip-flops | 88 | 0.6579 |
| multiplexers | 88 | 0.3185 |
==> repair_timing <==
item	in CTS	in global routing
gates resized	268	4
buffers inserted	11	9
endpoints found under the setup margin	88	90
==> power by group <==
part / switching, mW / total [mW] / internal, mW
logic: 0.357 / 1.39 / 1.03
clock network: 1.15 / 2.54 / 1.39
registers: 0.156 / 4.07 / 3.91
total: 1.66 / 7.99 / 6.33
No activity file was given, so power comes from the tool's default toggle rates.
